$ cat design/flow/run.sh
#!/bin/bash
# OpenROAD 26Q1-2900-gdf79404cd8, Yosys 0.63+post, stock flow scripts
make -C /OpenROAD-flow-scripts/flow DESIGN_CONFIG=/design/flow/config.mk WORK_HOME=/design/flow/orfs finish
$ cat design/flow/config.mk
export PLATFORM = sky130hd
export DESIGN_NAME = FFT_cont
export DESIGN_NICKNAME = FFT_cont
export VERILOG_FILES = /design/flow/design.v
export SDC_FILE = /design/flow/constraint.sdc
export NUM_CORES = 4
export LEC_CHECK = 1
export CORE_UTILIZATION = 30
$ cat design/flow/constraint.sdc
current_design FFT_cont

set clk_period 5.3
set clk_io_pct 0.2

create_clock -name clk0 -period $clk_period [get_ports {clk}]

set non_clock_inputs [all_inputs -no_clocks]
set_input_delay [expr $clk_period * $clk_io_pct] -clock clk0 $non_clock_inputs
set_output_delay [expr $clk_period * $clk_io_pct] -clock clk0 [all_outputs]
$ cat design/flow/design.v
typedef struct packed {
   logic signed  [16 - 1 : 0] data_r;
   logic signed  [16 - 1 : 0] data_i;
} DATA_SAMPLE;
typedef struct packed {
   DATA_SAMPLE                  data;
   logic                        valid;
} DATA_BUS;
typedef struct packed {
   logic                        valid;
} RX_TO_CONT;
typedef struct packed {
   logic                        valid;
} TX_TO_CONT;
typedef struct packed {
   logic  [3:0]                 point;
   logic  [17:0]                scaling;
   logic                        ifft;
} CONT_TO_COMP;
typedef struct packed {
   logic  [3:0]                 point;
   logic  [4:0]                final_shift;
   logic                        ifft;
} CONT_TO_TX;
module FFT_cont (
   output  CONT_TO_COMP  cont_to_comp,
   output  CONT_TO_TX    cont_to_tx,
   input   TX_TO_CONT    tx_to_cont,
   input   RX_TO_CONT    rx_to_cont,
   output logic          is_ready,  
   input  [31:0]         input_config,
   input  [31:0]         input_command,
   output logic [31:0]   status,    
   input  [1:0]          config_valid,
   input                 clk,
   input                 rst_n 
);
   logic full, empty;
   logic [10:0]  local_count, local_count_w;
   assign full = (local_count == 1024)?1:0;
   assign empty = (local_count == 0)?1:0;
   always_comb begin
      case ({tx_to_cont.valid, rx_to_cont.valid}) 
         2'b10: local_count_w = local_count - 1;
         2'b01: local_count_w = local_count + 1;
         default: local_count_w = local_count;
      endcase
   end
   always_ff @ (posedge clk) begin
      if (rst_n == 0) begin
         local_count <= 0;
      end
      else begin
         local_count <= #1 local_count_w;
      end
   end
   logic [1:0]  current_state, current_state_w;
   always_comb begin
      current_state_w = current_state;
      case (current_state)
      0: begin  
         if (config_valid == 2 && input_command == 1) begin  
            current_state_w = 1;
         end
      end
      1: begin  
         if (config_valid == 2 && input_command == 2) begin  
            current_state_w = 2;
         end
      end
      2: begin  
         if (empty == 1) begin
            current_state_w = 0;
         end
      end
      default: begin
      end
      endcase
   end
   assign status = (current_state == 0);
   always_ff @ (posedge clk) begin
      if (rst_n == 0) begin
         current_state <= 0;
      end
      else begin
         current_state <= #1 current_state_w;
      end
   end
   logic is_ready_w;
   assign #1 is_ready_w = (current_state == 1) && (full == 0);
   always_ff @ (posedge clk) begin
      if (rst_n == 0) begin
         is_ready <= 0;
      end
      else begin
         is_ready <= #1 is_ready_w;
      end
   end
   logic [31:0] setting_w, setting;
   assign  cont_to_tx.ifft = setting[31];
   assign  cont_to_comp.ifft = setting[31];
   assign  cont_to_comp.point = setting[30:27];
   assign  cont_to_tx.point = setting[30:27];
   assign  cont_to_tx.final_shift = setting [26:22];
   assign  cont_to_comp.scaling = setting [21:4];
   always_comb begin
      if (current_state == 0 && config_valid == 1) begin
         setting_w = input_config;
      end
      else begin
         setting_w = setting;
      end
   end
   always_ff @ (posedge clk) begin
      if (rst_n == 0) begin
         setting <= 0;
      end
      else begin
         setting <= #1 setting_w;
      end
   end
endmodule
==> run notes <==
Purpose: to document the outcome of synthesis and place and route.

Floorplan
The horizontal die dimension is 92.6 um. Measured along the y axis, the die boundary spans 92.6 um. For this configuration, the core starts out at a cell density of 31.4%.

In this run the core area contains 32 standard-cell rows. The number of placed I/O pins is 136. The overall die size recorded for this design is 8580 um^2. The total area inside the core boundary comes to 7850 um^2.

GRT
The initial antenna violation count came to 0. Entering global routing, the biggest net connects 49 pins. The first global-routing pass estimated 8600 um of wire. The via count of the first global-routing pass is 1889.

The overflow left after global routing is 0. The total routing resource utilization after global routing is 12.5%.

Yosys
The fraction of the yosys area taken by sequential cells is 34.9%. The synthesis stats list as the most numerous cell sky130_fd_sc_hd__nand2_1. Counting every instance in the synthesized netlist gives 302.

The number of cell instances after yosys synthesis is 302. The commonest cells after synthesis are 69 x sky130_fd_sc_hd__nand2_1, 43 x sky130_fd_sc_hd__dfxtp_1, 36 x sky130_fd_sc_hd__buf_4, 29 x sky130_fd_sc_hd__a21boi_0, 10 x sky130_fd_sc_hd__ha_1. The cell type contributing the most total cell area after synthesis is sky130_fd_sc_hd__dfxtp_1. Counting flops with an async set or reset pin after synthesis yields a share of 0%. The most used flip-flop cell after synthesis is sky130_fd_sc_hd__dfxtp_1. Counting flops and latches in the post-synthesis netlist gives 43. The distinct cell type count of the synthesized netlist is 43.

The mean instance size in the synthesized netlist is 8.16 um^2. The count of flip-flops with a built-in enable after synthesis is 0. The area recorded from the Yosys report for this design is 2460 um^2. Yosys attributes the largest share of cell area to sky130_fd_sc_hd__dfxtp_1 35%, sky130_fd_sc_hd__buf_4 11%, sky130_fd_sc_hd__nand2_1 11%, sky130_fd_sc_hd__a21boi_0 8.8%, sky130_fd_sc_hd__ha_1 5.1%.

The yosys synthesis warning count is 1. The cell area that synthesis handed to floorplanning was 2460 um^2. The fraction of synthesized cell area taken by the top area cell type is 34.9%.

Placement
At the end of routability-driven placement, the weighted congestion stood at 0.863. The half-perimeter wire length after placement is 4020 um. The count of buffers from port buffering is 100.

The placement stage leaves a total instance area of 3400 um^2.

Clocking
Per the TritonCTS log, the buffer count is 5. The quantity of hold-fixing buffers added after cts is 0. The CTS tree is yes.

For the worst-skew pair, the clock arrives at the later sink with an insertion delay of 290 ps. The number of levels in the clock H-tree is 2. The number of post-CTS setup repair buffers is 0.

Looking at the worst setup and hold paths, the clock pins of their registers show a slew of 90 ps. CTS reports a maximum clock tree buffer depth of 2. The number of cells upsized or downsized after cts is 0.

The tree built by TritonCTS fans out to 43 sinks. The root buffer selected by CTS is sky130_fd_sc_hd__clkbuf_8.

Critical path
The worst setup path is launched from a primary input. The timing report shows that the slowest cell on the worst path is sky130_fd_sc_hd__clkdlybuf4s50_1. The required arrival time at the worst endpoint is 5480 ps. The family of cells with the greatest summed delay on the critical path is AND-OR/OR-AND gates. The number of cells on the worst reg-to-reg path is 6.

The startpoint of the worst-slack reg-to-reg timing path is local_count[1]. The worst path buffer plus inverter count is 3. The largest fanout on the critical path is 11. The arrival time of the worst setup path is 3410 ps.

The path type of the worst setup path is in2reg. The slack of the worst reg-to-reg path is 3480 ps. The highest cell delay on the worst timing path is 450 ps. The critical path goes through clkdlybuf4s50_1 > inv_1 > ha_1 > inv_1 > ha_1 > a21oi_4 > o2111ai_2 > a32oi_2 > mux2i_1 > a311o_1. Per STA, the startpoint of the critical path is tx_to_cont[0]. Walking the critical path from launch to capture passes 10 cell instances. The endpoint type of the worst setup path is a register.

Detailed routing
The routed design shows a via density per instance of 4.48. After detailed routing, the average wire length per cell comes to 11.0 um. The pre-antenna-repair detailed-routing pass consisted of 4 iterations.

For this run, design rule violations remaining after detail routing come to 0. After detailed routing, the total wire length is 5470 um. For this block, the initial DRC count from the detailed router was 60. The routed design ends up with an antenna cell count of 0. The via count is 2221. The remaining antenna violation count after routing is 0.

Hold path
The class of the tightest hold or removal check is reg2reg. The worst hold path was traced through 2 stages. The startpoint of the most critical hold path is setting[6].

Outcome
The run finished with clean final reports.

Layout
Relative to the synthesized area, the layout overhead comes to 42.7%. For the completed layout, the total cell area is recorded as 3520 um^2. Per the layout report, the design carries 797 filler cells. The post-route netlist has 4.82% of its cells at a drive strength greater than 1.

Power
Per the power-grid run, VDD falls by no more than 0.132 mV. The leakage power in the latest report is 1.37 nW. The total power density per cell area is 288 nW/um^2.

STA
The total count of max-transition violations in the final report is 0. In this run the tightest slew margin relative to its limit is 59.7%. The clock period minus worst slack is 3230 ps. Derived from the worst setup path, the maximum achievable clock frequency is 310 MHz.

The final layout reports a setup TNS of 0 ps. Setup repair after global routing left no endpoint under its margin. For this run, the final setup violation count is recorded as 0.

OpenROAD reports that the post-layout worst path occupies 60.9% of the period. The final setup skew is 5.49 ps. The slew of the pin with the lowest slew margin is 604 ps.

The final tally of hold violations is 0.

Job
Max-cap violations in this run came to 0. Summing over the stages, the warning tally comes to 29.
cells in the final DEF (no fill, tap or decap), drive strengths merged, types with 4 or more instances in the layout:
| cell type | synthesis | routed |
|---|---|---|
| a21boi | 29 | 29 |
| a21oi | 5 | 5 |
| a31oi | 4 | 4 |
| and2 | 6 | 6 |
| clkbuf | 9 | 5 |
| clkdlybuf4s50 | 0 | 100 |
| conb | 1 | 31 |
| dfxtp | 43 | 43 |
| ha | 10 | 10 |
| inv | 7 | 7 |
| mux2i | 4 | 4 |
| nand2 | 69 | 69 |
| nand3 | 7 | 7 |
| nor2 | 9 | 9 |
| nor3 | 4 | 4 |
| nor4 | 9 | 9 |
| o21ai | 8 | 8 |
| xnor2 | 5 | 5 |
power breakdown:
part | switching [mW] | internal (mW) | total (mW)
combinational | 0.163 | 0.206 | 0.369
clock | 0.115 | 0.140 | 0.256
sequential | 0.0290 | 0.358 | 0.387
total | 0.307 | 0.705 | 1.01
tightest hold or removal path: cells and delay by family, from the launching register on:
family          cells  cell delay (ps)
flops               1              320
simple gates        1               40
compound gates      1               60
cells by family (layout without fill, tap and decap cells):
group	Yosys count	after routing	share of synthesized area (%)
xor gates and xnor gates	7	7	2.49
other	1	31	0.152
and+or+nand+nor	121	121	22.8
muxes	4	4	1.63
buffers and inverters	55	117	13.9
adders and majority gates	11	11	5.89
AOI/OAI and AO/OA	60	60	18.2
DFF	43	43	34.9
state kept, by name (all words and copies together), names as in the netlist:
register and cells:
setting 28, local_count 11, current_state 3, is_ready 1
layer usage:
metal	GRT usage [%]	vias to the layer above	wire (um)
met4	1.03	0	50
met3	2.51	5	485
li1	-	1143	-
met1	17.9	974	2530
met5	0	-	0
met2	20.8	99	2410
metrics by stage:
stage	util (%)	total power [mW]	worst slack, ps	std cells	hold slack [ps]
6_report	44.8	1.01	2070	496	465
5_1_grt	44.8	1.08	1930	496	486
4_1_cts	44.8	1.03	2060	496	469
3_5_place_dp	43.4	0.764	1750	488	456
3_3_place_gp	43.4	0.761	1760	488	450
2_1_floorplan	-	0.660	2420	332	429
cell type report:
cell class	count	area [um^2]	area share [%]
Timing Repair Buffer	102	1020	28.9
Tap cell	102	128	3.63
Multi-Input combinational cell	234	1370	39.0
Sequential cell	43	861	24.5
Inverter	7	26.3	0.747
Clock inverter	3	43.8	1.25
Clock buffer	5	68.8	1.96
path summary, 6_finish.rpt:
path	end
setup / recovery	local_count[9]
hold / removal	setting[6]
setup reg to reg	local_count[9]
hold reg to reg	setting[6]
Power is estimated from default activity; no workload was simulated.
